--- ./design.v ---
module decoder(x,Seven_Seg);
  input [3:0] x;
output [7:0] Seven_Seg;
  reg [6:0] z;
  assign Seven_Seg = {1'b1,~z};  
  always@(x)  
begin
  case(x)
4'b0000 :        
z = 7'b0111111;
4'b0001 :      
z = 7'b0000110 ;
4'b0010 :    
z = 7'b1011011 ;
4'b0011 :  
z = 7'b1001111 ;
4'b0100 :  
z = 7'b1100110 ;
4'b0101 :  
z = 7'b1101101 ;  
4'b0110 :  
z = 7'b1111101 ;
4'b0111 :  
z = 7'b0000111;
4'b1000 :      
z = 7'b1111111;
4'b1001 :      
z = 7'b1101111 ;
4'b1010 :    
z = 7'b1110111 ;
4'b1011 :  
z = 7'b1111100;
4'b1100 :  
z = 7'b0111001 ;
4'b1101 :  
z = 7'b1011110 ;
4'b1110 :  
z = 7'b1111001 ;
4'b1111 :  
z = 7'b1110001 ;
default: z = 7'b0000000;
endcase
end
endmodule
--- ./run.sh ---
#!/bin/bash
# OpenROAD 26Q1-2900-gdf79404cd8, Yosys 0.63+post, stock flow scripts
make -C /OpenROAD-flow-scripts/flow DESIGN_CONFIG=/design/flow/config.mk WORK_HOME=/design/flow/orfs finish
--- ./config.mk ---
export PLATFORM = sky130hd
export DESIGN_NAME = decoder
export DESIGN_NICKNAME = decoder
export VERILOG_FILES = /design/flow/design.v
export SDC_FILE = /design/flow/constraint.sdc
export NUM_CORES = 4
export LEC_CHECK = 1
export CORE_AREA = 10 10 70 70
export DIE_AREA = 0 0 80 80
--- ./constraint.sdc ---
current_design decoder

set clk_period 1.1
set clk_io_pct 0.2

create_clock -name clk0 -period $clk_period

set non_clock_inputs [all_inputs -no_clocks]
set_input_delay [expr $clk_period * $clk_io_pct] -clock clk0 $non_clock_inputs
set_output_delay [expr $clk_period * $clk_io_pct] -clock clk0 [all_outputs]
==> impl_metrics.toml <==
# implementation run metrics
[global_routing]
grt_pass1_vias = 322
grt_max_degree = 7
grt_pass1_wl_mm = 1.55
grt_usage = 0.0284
antenna_found_initial = 0
grt_remaining_overflow = 0

[logic_synthesis]
synth_top_area_share = 0.284
netlist_area_um2 = 264
synth_area_per_cell_um2 = 8.00
ys_cells = 33
synthCells = 33
ys_area_um2 = 264
ys_seq_frac = 0
yosys.area.top_type = "ha_1"
ys_types = 19
yosysWarnings = 1
top_cells_by_area = "ha_1 (28%), mux4_1 (10%), mux2i_1 (7.6%)"

[routing]
finalWirelength_mm = 1.01
wl_per_cell_um = 9.57
wl_met2_um = 413
drtIter0Drc = 10
wl_met1_um = 529
final_antenna_net_count = 0
vias = 323
drc = 0
met3WireLength_um = 63
top_layer_used = "met3"
first_pass_iters = 4
viasPerCell = 3.08
antenna_cells = 0

[floorplanning]
dieArea_um2 = 6400
dieWidth_um = 80
ios = 12
fp_util = 0.0773
fp.coreArea_um2 = 3420
num_rows = 21
die_y_um = 80

[job]
warnings = 40
cap_viol_max_count = 0

[worst_setup_path]
worst-path-max-fanout = 4
required_ps = 880
critPathKind = "in -> out"
critPathLaunchType = "primary input"
crit_arrival_ps = 1220
crit_start = "x[0]"
cp-end-kind = "output port"

[timing]
hold_violations = 0
setup_viol = 7
rsz0062_at_grt = "yes"
setup_slack_ps = -337
slew_viol_final = 0
fmax_mhz = 696
min_period_over_period = 1.31
fin_crit_ps = 1440
setup_tns_ps = -1650

[placement]
dp_hpwl_um = 694
place.gp.congestion = 0.750
portBuffers = 11

[final_layout]
syn_to_final_growth_pct = 164
drive_gt1_frac = 0.780
ff_count = 0
final-seq-area_um2 = 0
nClkBuffers = 0

[pwr]
vdd_ir_drop_max_uv = 115
cellPowerDensity_nw_per_um2 = 344
p_leak_nw = 0.306
total_power_mw = 0.240

[run_status]
status = "finished with violations"
violations = "negative setup slack"

[min_path]
min_path_cells = 3
holdPathEnd = "Seven_Seg[3]"
min_from = "x[3]"
holdCritPathClass = "in -> out"
## layout make-up
| cell class | instances | area (um2) |
|---|---|---|
| Fill cell | 380 | 2720 |
| Inverter | 3 | 35.0 |
| Multi-Input combinational cell | 27 | 340 |
| Tap cell | 46 | 57.6 |
| Timing Repair Buffer | 29 | 265 |
## critical path, cell delays in order
cell	delay, ps
buf_12	100
inv_16	40
ha_4	250
inv_2	30
mux4_2	440
buf_2	130
## how the worst max path moves through the flow
stage         slack, ps  cells after the start            to
finish             -340                      6  Seven_Seg[3]
global route       -380                      6  Seven_Seg[3]
CTS                -430                      7  Seven_Seg[3]
## Yosys cell counts
cell and number:
a22o_1 2, a31oi_1 1, a32o_1 1, buf_2 1, buf_4 1, buf_6 1, conb_1 1, ha_1 6
inv_1 3, mux2i_1 2, mux4_1 1, nand2_1 3, nand2b_1 1, nor2_1 3, nor2_2 1, nor2b_1 2
o21ai_1 1, o32ai_1 1, or3b_1 1
## per-stage QoR
stage	utilization	std cells	hold WS [ps]	area, um2	worst slack (ps)
2_1_floorplan	-	33	540	297	-33.2
3_3_place_gp	0.155	97	1540	528	-1190
3_5_place_dp	0.155	97	1540	528	-1190
4_1_cts	0.192	104	912	654	-429
5_1_grt	0.204	105	946	698	-376
6_report	0.204	105	912	698	-337
## power breakdown
part / switching, mW / internal (mW) / total, mW
clock network: 0 / 0 / 0
logic: 0.0952 / 0.145 / 0.240
registers: 0 / 0 / 0
total: 0.0952 / 0.145 / 0.240
## repair_timing
item,4_1_cts,5_1_grt
setup buffers,7,2
resized,54,9
hold buffers,0,0
setup endpoints to repair,7,7
pin swaps,8,3
## placed cells by master, fill, tap and decap left out
cell type	count
o21ai_1	1
buf_12	3
or3b_1	1
a32o_1	1
mux4_2	1
nor2_2	2
conb_1	1
o32ai_2	1
nand2_2	1
nor2b_4	1
dlygate4sd2_1	1
nand2_4	1
nor2b_1	1
nor2_1	2
buf_2	7
nand2_1	1
inv_2	1
inv_16	1
mux2i_1	2
a22o_1	2
buf_6	4
nand2b_4	1
a31oi_4	1
buf_4	12
ha_2	1
buf_8	1
inv_8	1
clkdlybuf4s15_2	1
ha_4	5
## per-layer routing
layer,vias to the layer above,GRT usage
li1,165,-
met1,148,0.0410
met2,10,0.0433
met3,0,0.00795
met4,0,0
met5,-,0
## cell families (layout without fill, tap and decap cells)
logic type,count (synthesis),in the layout,share of synthesized area
other cells,1,1,0.0142
compound gates,6,6,0.180
mux,3,3,0.175
buf+inv,6,32,0.133
fa+ha+maj,6,6,0.284
simple gates,11,11,0.213
Power figures rest on the tool's default switching activity, not on a simulated workload.
